==> /design/flow/design.v <==
module HC85 (A, B, O);
input [3:0]A,B;
output [2:0]O;
reg [2:0]O;
always@(A or B) 
begin
if (A>B) O=3'b100;
else if (A==B) O=3'b010;
else if (A<B) O=3'b001;
end
endmodule
==> /design/flow/run.sh <==
#!/bin/bash
# OpenROAD 26Q1-2900-gdf79404cd8, Yosys 0.63+post, stock flow scripts
make -C /OpenROAD-flow-scripts/flow DESIGN_CONFIG=/design/flow/config.mk WORK_HOME=/design/flow/orfs finish
==> /design/flow/config.mk <==
export PLATFORM = sky130hd
export DESIGN_NAME = HC85
export DESIGN_NICKNAME = HC85
export VERILOG_FILES = /design/flow/design.v
export SDC_FILE = /design/flow/constraint.sdc
export NUM_CORES = 4
export LEC_CHECK = 1
export CORE_AREA = 10 10 70 70
export DIE_AREA = 0 0 80 80
==> /design/flow/constraint.sdc <==
current_design HC85

set clk_period 1.6
set clk_io_pct 0.2

create_clock -name clk0 -period $clk_period

set non_clock_inputs [all_inputs -no_clocks]
set_input_delay [expr $clk_period * $clk_io_pct] -clock clk0 $non_clock_inputs
set_output_delay [expr $clk_period * $clk_io_pct] -clock clk0 [all_outputs]
==> qor.txt <==
Status: finished, final reports clean
DRC viols: 0
Gpl congestion: 0.716
Syn avg cell area: 6.65 sq um
GRT Util Overall: 1.32%
CLK BUF: 0
WP data arrival: 1.24 ns
Worst slew pin tran: 0.167 ns
Design area: 294 sq um
Hold_buf cts: 0
Area of the mapped netlist: 106 sq um
Crit start category: primary input
Minimum clock period: 1.56 ns
Mapped Cells: 16
Setup Total Neg Slack: 0 ns
CP Capture Type: output pin
Die area: 6400 sq um
Final Setup Violations: 0
Area of the core: 3420 sq um
Total power: 62.3 uW
Reg area: 0 sq um
Final wirelength: 461 um
CP required: 1.28 ns
Tcrit/Tclk final: 97.8%
Via count: 158
Global route overflow: 0
Hold_ws: 1.10 ns
# diodes: 0
Post-Layout Cell Count: 74
Pleak: 0.000125 uW
Vias in the first global route: 152
Final Hold Vio Count: 0
Slew Viols, Final: 0
Post-DRT Antenna Nets: 0
Placed Cells: 73
Yosys Instances: 16
Log Warnings: 32
Largest net degree at the start of global routing: 4
Simple share: 21.2%
Initial antenna violation count: 0
CP peak stage delay: 0.25 ns
Adder Share, Synth: 47.1%
DR vias/cell: 2.14
Crit-path cells: clkdlybuf4s15_1 > inv_2 > ha_4 > and4_4 > buf_6 > nor2_1 > buf_2
Library cells used by synthesis: 8
Xor+xnor area frac: 0%
Synth logic family: adder cells
Share of cells above drive strength 1: 60.7%
Layout area overhead: 176%
Wire length per cell: 6.23 um
Flop count: 0
Placed cell areas: 274 sq um
Port buffer count: 11
Hold WC Path Type: primary input to output pin
Num rows: 21
Setup CP Type: primary input to output pin
Post-Synth AOI/OAI Area: 14.1%
Critical path's slowest cell: ha_4
Max-Cap Viols: 0
First-pass DRT Iterations: 1
Mux share: 0%
Crit path max fanout: 2
Detailed Route Iter0 Violations: 0
Initial Util: 3.11%
Die W: 80 um
Peak supply drop: 21.8 uV
First-pass GRT wire length: 703 um
Ys Warns: 1
Fillers: 404
Synth Seq Share: 0%
Top cells excl fill/tap: clkbuf_2 (5), inv_2 (3), ha_4 (3)
Die height: 80 um
Most frequent logic cell in the layout: clkbuf_2
IO Pins: 11
Relative slew slack: 88.9%
Peak Freq: 639 MHz
Pwr per Cell Area: 212 nW/um^2
Area reported by Yosys stat: 106 sq um
==> per-stage QoR <==
step / setup slack (ns) / utilization (%)
2_1_floorplan: 0.359 / -
3_3_place_gp: -0.652 / 8.02
3_5_place_dp: -0.663 / 8.02
4_1_cts: 0.0189 / 9.23
5_1_grt: -0.00167 / 8.61
6_report: 0.0354 / 8.61
==> worst paths after layout <==
path	from	endpoint	slack, ns	cells past startpoint
worst max-delay path	B[2]	O[0]	0.04	7
worst min-delay path	A[3]	O[0]	1.10	6
==> routing by layer <==
| metal | wire (um) | vias up | part of all wire (%) | global-route usage (%) |
|---|---|---|---|---|
| met2 | 216 | 7 | 47 | 2.41 |
| met3 | 67 | 0 | 15 | 0.455 |
| li1 | - | 77 | - | - |
| met1 | 177 | 74 | 38 | 1.52 |
| met5 | 0 | - | 0 | 0 |
| met4 | 0 | 0 | 0 | 0 |
==> synth_stat cells <==
cell type  n  area [sq um]
a21oi_1    2          10.0
and4_1     1          8.76
ha_1       4          50.1
inv_1      5          18.8
nand2_1    1          3.75
nor2_1     1          3.75
nor2b_1    1          6.26
o21ai_1    1          5.00
==> kinds of logic (layout without fill, tap and decap cells) <==
| logic type | after synthesis | after routing |
|---|---|---|
| buffers and inverters | 5 | 17 |
| adders and majority gates | 4 | 4 |
| and+or+nand+nor | 4 | 4 |
| AOI/OAI and AO/OA | 3 | 3 |
==> report_power, final <==
| group | total, uW | internal (uW) | switching [uW] |
|---|---|---|---|
| Sequential | 0 | 0 | 0 |
| Clock | 0 | 0 | 0 |
| Combinational | 62.3 | 37.3 | 25.0 |
| Total | 62.3 | 37.3 | 25.0 |
==> critical path, delay by kind of cell <==
family,cells,cell delay [ns]
adder cells (fa/ha/maj),1,0.25
AND/OR/NAND/NOR,2,0.26
buffers and inverters,4,0.41
==> area by class of cell <==
| type | count | area, sq um | area share (%) |
|---|---|---|---|
| inverter | 5 | 18.8 | 6.38 |
| multi-input combinational | 11 | 131 | 44.7 |
| tap | 46 | 57.6 | 19.6 |
| timing repair buffer | 12 | 86.3 | 29.4 |
==> what timing repair did <==
action | CTS | global route
resized | 32 | 6
setup buffers | 1 | 0
setup endpoints to repair | 3 | 3
pin swaps | 5 | 3
cloned | 0 | 0
Power is estimated from default activity; no workload was simulated.
