File: design/flow/run.sh
#!/bin/bash
# OpenROAD 26Q1-2900-gdf79404cd8, Yosys 0.63+post, stock flow scripts
make -C /OpenROAD-flow-scripts/flow DESIGN_CONFIG=/design/flow/config.mk WORK_HOME=/design/flow/orfs finish
File: design/flow/config.mk
export PLATFORM = sky130hd
export DESIGN_NAME = HC138
export DESIGN_NICKNAME = HC138
export VERILOG_FILES = /design/flow/design.v
export SDC_FILE = /design/flow/constraint.sdc
export NUM_CORES = 4
export LEC_CHECK = 1
export CORE_AREA = 10 10 70 70
export DIE_AREA = 0 0 80 80
File: design/flow/constraint.sdc
current_design HC138

set clk_period 2.1
set clk_io_pct 0.2

create_clock -name clk0 -period $clk_period

set non_clock_inputs [all_inputs -no_clocks]
set_input_delay [expr $clk_period * $clk_io_pct] -clock clk0 $non_clock_inputs
set_output_delay [expr $clk_period * $clk_io_pct] -clock clk0 [all_outputs]
File: design/flow/design.v
module HC138(E,A,Y);
    input [1:3]E;
    input [2:0]A;
    output [7:0]Y;
    reg [7:0]Y;
always@(A or E)
    begin
        Y=8'b11111111;
        if(E[1] || E[2] || !E[3])Y=8'b11111111;
        else Y[A]=0;
    end
endmodule
==> out/qor.yml <==
run_status:
  status: "finished, final reports clean"
timing:
  finalCritPeriodShare_pct: 96.7
  max_clock_freq_mhz: 492
  rsz0062_at_grt: "no"
  slew_viol_final: 0
  tightest_slew_ps: 329
  whs_ps: 1510
  finalSetupViolations: 0
  worst_slack_ps: 69.0
  hold_viol_final: 0
  fin_crit_ps: 2030
  max-slew-margin-rel_pct: 78.1
critical_path:
  crit_fanout: 4
  critPathBufInv: 4
  critPathTopFamily: "buffers and inverters"
  slowest_stage: "clkdlybuf4s50_1"
  slowest_delay_ps: 460
  path_cells: "clkdlybuf4s50_1, nor3b_4, buf_6, buf_4, nand3_1, dlygate4sd2_1"
  cp-end-kind: "primary output"
  startpoint: "E[3]"
  cp-start-kind: "input port"
  path_class: "in -> out"
  required_ps: 1680
  cp_data_arrival_time_ps: 1610
placement:
  gp_congestion: 0.716
  place_hpwl_um: 626
  post-place-ws_ps: -400
  portBuffers: 14
  dp.cells: 84
final_layout:
  clkbuf_count: 0
  fillers: 396
  final-comb-area_um2: 185
  drive_above_1_share_pct: 35.7
  area_growth_pct: 208
  layoutNonFillerInstCount: 90
  ff_count: 0
  seq_area_um2: 0
  fin_util_pct: 13.2
pwr:
  power.density_mw_per_mm2: 132
  ir_drop_uv: 31.1
  p_leak_uw: 0.000169
drt:
  detail_route.wirelength_um: 776
  detail-route-antenna-nets: 0
  remaining_drc_errors: 0
  vias_per_cell: 2.64
  num_vias: 238
  wl_per_cell_um: 8.62
  drtIter0Drc: 3
  drt_pass1_iterations: 3
synth:
  ys_seq_share_pct: 0
  yosysWarnings: 1
  synthCells: 20
  yosysTopAreaCell: "ha_1"
  synth_top_area_share_pct: 25.6
  yosysCellCount: 20
  ys_area_um2: 146
  syn_area_um2: 146
  topCellsByArea: "ha_1 26%, nand4_1 17%, nand3_1 14%"
  synth.avg_cell_area_um2: 7.32
  netlist-cell-type-count: 10
floorplan:
  rows: 21
  die_h_um: 80
  die_w_um: 80
  chipArea_mm2: 0.00640
  pin_count: 14
  coreArea_mm2: 0.00342
  fp_util_pct: 4.29
flow_run:
  drv_cap: 0
  log.warning_count: 34
global_routing:
  grt_max_degree: 5
  grt_pass1_vias: 264
  antenna_found_initial: 2
  grt_usage_pct: 2.33
  overflow: 0
  grt_pass1_wl_mm: 1.24
hold_path:
  worstHoldStart: "A[0]"
  hold_path_class: "in -> out"
## cells by family after synthesis
| kind of cell | after synthesis | synth area share (%) |
|---|---|---|
| buffers and inverters | 2 | 5.13 |
| AND/OR/NAND/NOR | 13 | 57.3 |
| adder cells (fa/ha/maj) | 3 | 25.6 |
| XOR/XNOR | 2 | 12.0 |
## stage by stage
step           total power (uW)  instance area [um^2]  setup TNS (ps)
3_3_place_gp               41.9                   374           -2200
6_report                   59.5                   450               0
4_1_cts                    57.9                   439               0
2_1_floorplan              17.3                   146               0
5_1_grt                    64.6                   448               0
3_5_place_dp               44.3                   374           -2720
## placed cells by master (no fill, tap or decap)
cell type	count
ha_1	2
xor2_2	1
dlygate4sd2_1	7
nand3_1	4
nor2_1	2
clkdlybuf4s50_1	2
nand4_1	4
xnor2_4	1
nor3b_4	1
inv_1	1
buf_6	1
nor2b_4	1
or2_2	1
inv_2	1
diode_2	2
buf_4	7
ha_4	1
clkdlybuf4s15_1	5
## what timing repair did
item / CTS / global route
endpoints found under the hold margin: 0 / 0
endpoints found under the setup margin: 8 / 5
resized: 21 / 5
setup buffers: 4 / 0
pin swaps: 3 / 0
hold buffers: 0 / 0
## per-layer routing
layer | global-route usage, % | part of all wire, %
met1 | 2.58 | 39
met5 | 0 | 0
met3 | 2.39 | 27
met4 | 0 | 0
met2 | 3.29 | 34
## layout make-up
| cell class | instances | area share, % |
|---|---|---|
| well taps | 46 | 12.8 |
| multi-input cells | 18 | 41.1 |
| repair buffers | 22 | 43.3 |
| diodes | 2 | 1.11 |
| inverters | 2 | 1.67 |
## worst paths after layout
path  endpoint  depth (start not counted)
max       Y[7]                          6
min       Y[6]                          5
## worst min-delay path, stage by stage
cell and delay [ps]:
dlygate4sd2_1 230, buf_4 150, nor2b_4 40, nand4_1 70, clkdlybuf4s15_1 170
## Yosys cell counts (all sizes together)
cell type and number:
or2 1, nor2 2, nor2b 1, nand3 4, nor3b 1, xor2 1
xnor2 1, inv 2, ha 3, nand4 4
## report_power, final
part	internal (uW)	switching (uW)	total, uW
sequential	0	0	0
clock	0.000127	0	0.000127
combinational	34.3	25.1	59.5
Power and IR drop assume default switching activity.
